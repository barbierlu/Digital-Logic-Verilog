===== /design/flow/config.mk =====
export PLATFORM = sky130hd
export DESIGN_NAME = Chp3_Multiplier_top
export DESIGN_NICKNAME = Chp3_Multiplier_top
export VERILOG_FILES = /design/flow/design.v
export SDC_FILE = /design/flow/constraint.sdc
export NUM_CORES = 4
export LEC_CHECK = 1
export CORE_AREA = 10 10 70 70
export DIE_AREA = 0 0 80 80

===== /design/flow/constraint.sdc =====
current_design Chp3_Multiplier_top

set clk_period 1.9
set clk_io_pct 0.2

create_clock -name clk0 -period $clk_period

set non_clock_inputs [all_inputs -no_clocks]
set_input_delay [expr $clk_period * $clk_io_pct] -clock clk0 $non_clock_inputs
set_output_delay [expr $clk_period * $clk_io_pct] -clock clk0 [all_outputs]

===== /design/flow/design.v =====
module Chp3_Multiplier_top (Switches, SEG5, SEG4, SEG2, SEG0);
input [7:0] Switches;
output [6:0] SEG5, SEG4, SEG2, SEG0;
wire [7:0] Product;
Multipliern U0 (Switches, Product);
defparam U0.n = 4;
Single_Segment U1 (
	.Case(Switches[7:4]),
	.Out(SEG2)
	);
Single_Segment U2 (
	.Case(Switches[3:0]),
	.Out(SEG0)
	);
Single_Segment U3 (
	.Case(Product[3:0]),
	.Out(SEG4)
	);
Single_Segment U4 (
	.Case(Product[7:4]),
	.Out(SEG5)
	);
endmodule
module Multipliern(M, Q, P);
parameter n = 4;
input [n-1:0] M, Q;
output reg [2*n-1:0] P;
wire [4*n-1:4] W;
wire [4*n-1:0] WFA;
wire [4*n-1:4] C;
	and(WFA[0], M[0], Q[0]),
		(WFA[1], M[1], Q[0]),
		(WFA[2], M[2], Q[0]),
		(WFA[3], M[3], Q[0]);
	and(W[4], M[0], Q[1]),
		(W[5], M[1], Q[1]),
		(W[6], M[2], Q[1]),
		(W[7], M[3], Q[1]);
		fulladder FA0 (1'b0, W[4], WFA[1], WFA[4], C[4]);  
		fulladder FA1 (C[4], W[5], WFA[2], WFA[5], C[5]);
		fulladder FA2 (C[5], W[6], WFA[3], WFA[6], C[6]);
		fulladder FA3 (C[6], W[7], 1'b0,   WFA[7], C[7]);
genvar i;
generate
		for(i = 2; i < n; i=i+1)
		begin: i_loop
			and(W[4*i+0], M[0], Q[i]),
				(W[4*i+1], M[1], Q[i]),
				(W[4*i+2], M[2], Q[i]),
				(W[4*i+3], M[3], Q[i]);
			fulladder stage0 (1'b0,     W[4*i+0], WFA[4*(i-1)+1], WFA[4*i+0], C[4*i+0]);
			fulladder stage1 (C[4*i+0], W[4*i+1], WFA[4*(i-1)+2], WFA[4*i+1], C[4*i+1]);
			fulladder stage2 (C[4*i+1], W[4*i+2], WFA[4*(i-1)+3], WFA[4*i+2], C[4*i+2]);
			fulladder stage3 (C[4*i+2], W[4*i+3], C[4*i-1],       WFA[4*i+3], C[4*i+3]);
		end
endgenerate
	integer k;
	always @ (WFA)
	begin
		for(k = 0; k < n; k=k+1)
			begin: k_loop
				P[k] = WFA[4*k];
			end
			P[2*n-2: n] = WFA[4*n-1:4*n-3];   
			P[2*n-1] = C[4*n-1];					 
	end
endmodule 
module fulladder (input Cin, input X, input Y, output S, output Cout);
	assign Cout = (X&Y)|(Cin&X)|(Y&Cin);
	assign S = X ^ Y ^ Cin;
endmodule 
module Single_Segment(Case, Out);
	input [3:0]Case;
	output reg [6:0] Out;
	always @(*)
	case(Case)
		4'b0000: Out=7'b1000000;
		4'b0001: Out=7'b1111001;
		4'b0010: Out=7'b0100100;
		4'b0011: Out=7'b0110000;
		4'b0100: Out=7'b0011001;
		4'b0101: Out=7'b0010010;
		4'b0110: Out=7'b0000010;
		4'b0111: Out=7'b1111000;
		4'b1000: Out=7'b0000000;
		4'b1001: Out=7'b0010000;
		4'b1010: Out=7'b0001000;
		4'b1011: Out=7'b0000011;
		4'b1100: Out=7'b1000110;
		4'b1101: Out=7'b0100001;
		4'b1110: Out=7'b0000110;
		4'b1111: Out=7'b0001110;
		default: Out=7'b1111111;
	endcase
endmodule

===== /design/flow/run.sh =====
#!/bin/bash
# OpenROAD 26Q1-2900-gdf79404cd8, Yosys 0.63+post, stock flow scripts
make -C /OpenROAD-flow-scripts/flow DESIGN_CONFIG=/design/flow/config.mk WORK_HOME=/design/flow/orfs finish

==> summary.json <==
{
  "timing": {
    "achievable-frequency_mhz": 546,
    "rsz_0062_raised_after_global_routing": "false",
    "timing.final.setup_violations": 0,
    "timing.final.hold_violations": 0,
    "final.period_utilization": 0.963,
    "timing.final.max_slew_violations": 0,
    "period_needed_ns": 1.83,
    "setup-tns-final_ns": 0,
    "fin_worst_hold_slack_ns": 1.25,
    "fin_ws_ns": 0.0699
  },
  "drt": {
    "postRouteWirelength_mm": 1.85,
    "drc": 0,
    "num_vias": 646,
    "routed_wire_length_per_instance_um": 11.1,
    "routed_via_density": 3.87,
    "first_pass_iters": 4,
    "first_iter_violations": 8,
    "n_antenna_cell": 0,
    "antenna_left": 0
  },
  "worst_hold_path": {
    "hold_path.startpoint": "Switches[1]",
    "hold_path_end": "SEG0[6]",
    "worstHoldPathType": "input port to output pin",
    "holdPathStages": 4
  },
  "synthesis": {
    "netlist_area_um2": 659,
    "ys_chip_area_um2": 659,
    "syn_inst": 80,
    "synth.yosys.num_cells": 80,
    "synth_warnings": 12,
    "post_synth_num_cell_types": 29,
    "synth_seq_share": 0,
    "avgSynthCellArea_um2": 8.24
  },
  "job": {
    "number_of_warnings_in_the_stage_logs": 45,
    "max_cap_violations": 0
  },
  "setup_path": {
    "setup.worst_path.start_class": "input port",
    "cp_data_required_time_ns": 1.52,
    "cp.arrival_ns": 1.45,
    "worst-path-max-fanout": 4,
    "timing_worst_setup_path_type": "input port to output pin",
    "setup.worst_path.end_class": "output pin"
  },
  "grt": {
    "vias_in_the_first_global_route": 717,
    "wire_length_of_the_first_global_routing_pass_mm": 3.05,
    "total_overflow_reported_by_the_global_router": 0,
    "grt_antenna_before_repair": 0,
    "track_usage": 0.0546,
    "grt_start_max_net_pins": 9
  },
  "pwr": {
    "p_leak_uw": 0.000554,
    "total_power_uw": 198,
    "irDropWorstVdd_uv": 35.6,
    "power.density_cell_area_nw_per_um2": 180
  },
  "place": {
    "detailedPlace.worstSlack_ns": -0.748,
    "place.port_buffers": 22,
    "finalWeightedCongestion": 0.876,
    "post-dp-hpwl_mm": 1.51
  },
  "die": {
    "floorplanUtilization": 0.193,
    "dieArea_um2": 6400,
    "design.core.area_um2": 3420,
    "fp-row-count": 21,
    "chipHeight_um": 80,
    "top_level_ports": 36,
    "dieWidth_um": 80
  },
  "status": {
    "status": "complete, no violations"
  },
  "finish": {
    "seq_area_um2": 0,
    "filler_cell_count": 349,
    "drive_above_1_share": 0.446,
    "area.combinational_um2": 622,
    "num-clock-buffers": 0,
    "seq_cell_count": 0,
    "synthToLayoutAreaGrowth_pct": 66.6
  }
}
==> layout make-up <==
class | instances | area share
tap | 46 | 0.0524
inverter | 7 | 0.0353
multi-input combinational | 68 | 0.566
timing repair buffer | 46 | 0.346
==> synth_stat cells (all sizes together) <==
cell / count / area, um2
or3b: 1 / 8.76
a22o: 1 / 10.0
nor2b: 1 / 13.8
nor2: 6 / 22.5
inv: 7 / 26.3
nand2b: 1 / 6.26
and2: 2 / 15.0
a32o: 1 / 10.0
ha: 14 / 175
o21ai: 8 / 43.8
conb: 2 / 7.51
o31ai: 2 / 15.0
and2b: 1 / 8.76
o2bb2ai: 1 / 8.76
o31a: 1 / 8.76
buf: 17 / 133
o211ai: 1 / 7.51
or3: 1 / 6.26
nand2: 1 / 3.75
mux2i: 7 / 70.1
a21oi: 1 / 5.00
mux4: 2 / 48.8
nand3: 1 / 5.00
==> worst max-delay path by stage <==
stage                       start      end  slack, ns  cells past startpoint
final                 Switches[0]  SEG0[4]       0.07                      6
after global routing  Switches[1]  SEG0[0]      0.007                      9
after CTS             Switches[1]  SEG0[3]      -0.07                      6
==> placed cells by master, fill, tap and decap left out, drive strengths merged, types with 2 or more instances in the layout <==
master	Yosys	layout
mux2i	7	7
conb	2	14
clkdlybuf4s15	0	3
o31ai	2	2
inv	7	7
buf	17	31
mux4	2	2
ha	14	14
o21ai	8	8
and2	2	2
dlygate4sd2	0	11
nor2	6	6
==> critical path: stages <==
cell                            delay (ns)
sky130_fd_sc_hd__buf_6                0.11
sky130_fd_sc_hd__buf_4                0.15
sky130_fd_sc_hd__ha_2                 0.17
sky130_fd_sc_hd__and2_4               0.14
sky130_fd_sc_hd__o31a_1               0.26
sky130_fd_sc_hd__dlygate4sd2_1        0.24
==> layer usage <==
layer | part of all wire | track usage
met1 | 0.47 | 0.0742
met2 | 0.49 | 0.0947
met4 | 0.0098 | 0.00528
met3 | 0.023 | 0.00341
met5 | 0 | 0
==> cells by family (layout without fill, tap and decap cells) <==
logic type / count (synthesis) / after routing / synth area share
other: 2 / 14 / 0.0114
buffers and inverters: 24 / 53 / 0.241
and+or+nand+nor: 15 / 15 / 0.137
AOI/OAI and AO/OA: 16 / 16 / 0.165
adders and majority gates: 14 / 14 / 0.266
muxes: 9 / 9 / 0.180
==> through the flow <==
stage / instances / cell area, um2 / utilization
6_report: 167 / 1100 / 0.322
5_1_grt: 167 / 1100 / 0.322
4_1_cts: 167 / 1080 / 0.316
3_5_place_dp: 163 / 1000 / 0.293
3_3_place_gp: 163 / 1000 / 0.293
2_1_floorplan: 92 / 704 / -
==> power breakdown <==
group          switching [uW]  total (uW)  internal, uW
combinational            81.8         198           116
sequential                  0           0             0
clock                       0           0             0
==> timing repair <==
action | CTS | global route
hold buffers | 0 | 0
pin swaps | 7 | 2
endpoints found under the setup margin | 14 | 9
gates resized | 70 | 11
setup buffers | 4 | 0
Power and IR drop assume default switching activity.
