==> flow/design.v <==
module BCD_counter (Clock, reset_n, En, BCD_sec, BCD_tsec, BCD_hsec, BCD_msec);
	input Clock, reset_n, En;
	output reg [3:0] BCD_sec, BCD_tsec, BCD_hsec, BCD_msec;
	always @ (posedge Clock, negedge reset_n)
	begin
		if (!reset_n)  
		begin
			BCD_sec  <= 0;
			BCD_tsec <= 0;
			BCD_hsec <= 0;
			BCD_msec <= 0;
		end
		else if (En)
			if (BCD_msec == 9)
				begin
				BCD_msec <= 0;
				if(BCD_hsec == 9)  
					begin
					BCD_hsec <= 0;
					if (BCD_tsec == 9)  
						begin
						BCD_tsec <= 0;
						if (BCD_sec == 9)
							BCD_sec <= 0;
						else
							BCD_sec <= BCD_sec + 1;
						end  
					else
						BCD_tsec <= BCD_tsec + 1;
					end  
				else
					BCD_hsec <= BCD_hsec + 1;
				end
			else
				BCD_msec <= BCD_msec + 1;
	end
endmodule
==> flow/run.sh <==
#!/bin/bash
# OpenROAD 26Q1-2900-gdf79404cd8, Yosys 0.63+post, stock flow scripts
make -C /OpenROAD-flow-scripts/flow DESIGN_CONFIG=/design/flow/config.mk WORK_HOME=/design/flow/orfs finish
==> flow/config.mk <==
export PLATFORM = sky130hd
export DESIGN_NAME = BCD_counter
export DESIGN_NICKNAME = BCD_counter
export VERILOG_FILES = /design/flow/design.v
export SDC_FILE = /design/flow/constraint.sdc
export NUM_CORES = 4
export LEC_CHECK = 1
export CORE_AREA = 10 10 76 76
export DIE_AREA = 0 0 86 86
==> flow/constraint.sdc <==
current_design BCD_counter

set clk_period 3.2
set clk_io_pct 0.2

create_clock -name clk0 -period $clk_period [get_ports {Clock}]

set non_clock_inputs [all_inputs -no_clocks]
set_input_delay [expr $clk_period * $clk_io_pct] -clock clk0 $non_clock_inputs
set_output_delay [expr $clk_period * $clk_io_pct] -clock clk0 [all_outputs]
==> run summary <==
Largest net degree at the start of global routing: 17
Syn Inst Count: 73
Top cell area share: 50.39%
Setup WS post-layout: 1.129 ns
Hold_sp: BCD_sec[0]
Die width: 86 um
Final hold vios: 0
Area leader, netlist: dfrtp_1
Die area: 7396 um2
Ys cells: 73
R2R depth: 4
RD Place Congestion: 0.7368
Vias in the first global route: 617
Tally of unique sky130hd cells used after synthesis: 29
Most frequent cells in the layout: clkdlybuf4s50_1 (18), dfrtp_1 (16), nand2_1 (7), xnor2_1 (6), o21ai_0 (5)
Reg2reg end: BCD_tsec[3]
Postcts setup bufs: 0
Synthesized registers: 16
Setup crit start kind: input pin
# diodes: 0
HPWL Detailed: 1305 um
GRT Residual Overflow: 0
Port Buffer Count: 18
Hold Path End: BCD_sec[0]
Mapped cell area: 794.5 um2
Initial drt markers: 37
Vias: 595
WHS: 0.4960 ns
Later-pin clock latency in the skew report: 0.24 ns
Clock Root Buffer: clkbuf_8
H-tree Lvls: 1
Worst-path clk slew: 0.06 ns
Place WS: 0.8607 ns
Fin util: 26.54%
Final Setup Violations: 0
Sequential area share after synthesis: 50.39%
Final Max Tran Viols: 0
Critical path type: in -> reg
Via density: 4.103
Core area: 4115 um2
Fraction of registers with async set/reset: 100.0%
Die span in y: 86 um
Post-Route Setup TNS: 0 ns
Worst flop-to-flop path startpoint: BCD_msec[1]
Dpl cells: 141
Share of cells above drive strength 1: 10.53%
Clock tree sinks: 16
Worst-path maximum fanout: 7
Sequential Power Share: 47.4%
Tool warnings: 25
P_leak: 0.4437 nW
Commonest flop: dfrtp_1
Post-Layout Cell Count: 145
Clock power frac: 26.9%
Max clock buf depth: 2
Drt pass-1 iters: 3
Starting Density: 19.31%
Critical Path RT: 3.33 ns
Cell-internal power: 0.4702 mW
DRT antenna net count: 0
Combinational group share of total power: 25.7%
Worst vdd ir: 0.4148 mV
Sw frac: 27.96%
Status: finished clean
Worst min path class: reg -> reg
Setup Skew: 0.0004830 ns
Crit. End Element: flip-flop
Layout area overhead: 37.48%
Worst-margin pin slew: 0.7006 ns
Unrepaired setup endpoints after global routing: no
WL/cell: 11.58 um
CTS tree: built
Syn Area/Cell: 10.88 um2
WHS Path Cells: 1
Crit path DAT: 2.20 ns
EDFF count, synth: 0
Fin area: 1092 um2
Final wirelength: 1679 um
Post-DP Area: 1037 um2
Post-CTS Hold Buffers: 0
Final Total Pwr: 0.6527 mW
Tmin final: 2.071 ns
Initial antenna violation count: 0
Final routed DRC violation total: 0
Sw power: 0.1825 mW
Num CTS Buffers: 3
Max-Cap Viols: 0
Yosys stat area: 794.5 um2
Top cell excl fill/tap: clkdlybuf4s50_1
Tally of yosys warning messages: 1
Fin crit share: 64.71%
Cell Pwr Density: 597.5 nW/um2
First-pass GRT wire length: 3008 um
Ports: 19
Reg2Reg Setup Slack: 1.56 ns
Post-cts sizing count: 0
Top cells, area: dfrtp_1 (50%), xnor2_1 (6.6%), nand2_1 (3.3%), nor2b_1 (3.1%), o21ai_0 (3.1%)
Worst rel slew slack: 53.15%
# rows: 23
Total GRT Usage: 4.853%
F_max: 482.9 MHz
==> area by class of cell <==
cell class | instances | area (um2)
inverter | 4 | 15.01
timing repair buffer | 18 | 180.2
multi-input combinational | 53 | 379.1
clock buffer | 4 | 55.05
fill | 431 | 3023
sequential | 16 | 400.4
tap | 50 | 62.56
==> power by group through the flow <==
stage	registers (mW)	clock network, mW	logic [mW]
4_1_cts	0.311	0.184	0.174
5_1_grt	0.320	0.194	0.192
6_report	0.310	0.176	0.167
==> kinds of logic (layout without fill, tap and decap cells) <==
kind of cell	Yosys count	after routing	share of synthesized area [%]
AND-OR/OR-AND	13	13	10.71
AND/OR/NAND/NOR	31	31	26.77
flip-flops	16	16	50.39
XOR/XNOR	8	8	8.819
buffers and inverters	4	26	1.889
multiplexers	1	1	1.417
==> synth_stat cells, types with 2 or more instances <==
cell type  instances
nor2_1             4
nor2b_1            4
nand2_1            7
dfrtp_1           16
xnor2_1            6
nor3_2             2
nand3_1            2
a21o_1             2
inv_1              4
o21ai_0            5
nand2b_1           2
xor2_1             2
==> flip-flops by register name, indices dropped and copies added (netlist names) <==
register and flops:
BCD_tsec 4, BCD_msec 4, BCD_hsec 4, BCD_sec 4
==> how the worst max path moves through the flow <==
stage / startpoint / to / slack (ns) / cells past startpoint
global route: En / BCD_tsec[3] / 0.98 / 5
finish: En / BCD_tsec[3] / 1.13 / 5
CTS: En / BCD_tsec[3] / 1.12 / 5
==> routing by layer <==
| metal | vias up | track usage [%] | wire length [um] |
|---|---|---|---|
| met4 | 0 | 0.2994 | 13 |
| met1 | 281 | 6.495 | 761 |
| met2 | 12 | 7.167 | 759 |
| met3 | 2 | 2.479 | 143 |
| met5 | - | 0 | 0 |
| li1 | 300 | - | - |
==> worst max-delay path, stage by stage <==
cell             delay [ns]
clkdlybuf4s50_1        0.58
nand4b_4               0.16
nor3_2                 0.40
o21ai_1                0.12
a221o_1                0.30
Power figures rest on the tool's default switching activity, not on a simulated workload.
