[/design/flow/design.v]
module LSRF (Clk, Q);
	parameter n = 15;
	input Clk;
	output reg [n-1:0] Q;
	parameter start = 17;
	integer k;
	always @(posedge Clk)
		begin
		if (Q == 0)
			Q <= start;
		else
			begin
				Q[0] <= Q[n-1] ^ Q[n-2];
				for (k=0; k < (n-1); k=k+1)
					begin: k_loop
						Q[k+1] <= Q[k];
					end
			end  
		end  
endmodule
[/design/flow/run.sh]
#!/bin/bash
# OpenROAD 26Q1-2900-gdf79404cd8, Yosys 0.63+post, stock flow scripts
make -C /OpenROAD-flow-scripts/flow DESIGN_CONFIG=/design/flow/config.mk WORK_HOME=/design/flow/orfs finish
[/design/flow/config.mk]
export PLATFORM = sky130hd
export DESIGN_NAME = LSRF
export DESIGN_NICKNAME = LSRF
export VERILOG_FILES = /design/flow/design.v
export SDC_FILE = /design/flow/constraint.sdc
export NUM_CORES = 4
export LEC_CHECK = 1
export CORE_AREA = 10 10 74 74
export DIE_AREA = 0 0 84 84
[/design/flow/constraint.sdc]
current_design LSRF

set clk_period 1.3
set clk_io_pct 0.2

create_clock -name clk0 -period $clk_period [get_ports {Clk}]

set non_clock_inputs [all_inputs -no_clocks]
set_input_delay [expr $clk_period * $clk_io_pct] -clock clk0 $non_clock_inputs
set_output_delay [expr $clk_period * $clk_io_pct] -clock clk0 [all_outputs]
==> impl_metrics.toml <==
# generated from flow reports
[clock_network]
clock_sinks = 15
h-tree-depth = 1
cts_made_buffers = 3
clk_latency_ns = 0.24
cts_tree = "built"
root_buffer = "clkbuf_8"
clk_pin_slew_ns = 0.06
clk_path_buf_depth = 2

[layout]
fillerInstances = 442
regMostFlops = "Q"
drive_gt1_share_pct = 62.5
finalNonFillerCells = 98
lay_top_count = "dfxtp_2"
area_delta_synth_final_pct = 67.7
reg_top3 = "Q: 15 flops"
final_cell_mix = "15 x dfxtp_2, 13 x dlygate4sd2_1, 5 x buf_4, 3 x or4_4, 3 x clkbuf_8"
largest_reg_flops = 15

[drt]
wirelength_um = 967
drtPass1Iterations = 2
drtIter0Drc = 8
postRouteAntennaNets = 0
via_per_inst = 2.73
insertedDiodeCount = 0
drc_errors = 0
wire_per_inst_um = 9.87
vias = 268

[floorplanning]
floorplan.core_util_pct = 10.5
pin_count = 16
dieArea_um2 = 7060
die_h_um = 84
die_w_um = 84
core_area_um2 = 3970
rows = 23

[placement]
gp_congestion = 0.752
place_inst = 92
dp_hpwl_um = 770
numPortBuffers = 15

[critical_path]
critical_path_arrival_ns = 1.43
crit_path_top_delay_cell = "or4_4"
crit_type = "flip-flop to flip-flop"
ff2ff_path_depth = 2
worst_ep_required_time_ns = 1.45
path_cells = "or4_4 -> o41ai_2"
r2r_setup_slack_ns = 0.02
slowest_delay_ns = 0.54
setup.worst_path.end_class = "flip-flop"
worstSetupStartpointType = "flip-flop"
cp_max_fo = 2

[hold_path]
hold_depth = 0
hp-class = "flip-flop to flip-flop"

[sta]
setup-violations-final = 0
max_slew_margin_pct = 85.8
min_period_over_period_pct = 98.4
finalHoldViolCount = 0
fmax_mhz = 782
rsz0062_at_grt = "yes"
fin_skew_ns = 0.00774
slew_viol_final = 0
worst_slew_pin_slew_ns = 0.210
fin_crit_ns = 1.28

[power_and_ir_drop]
finalPower_uw = 825
ir_drop_mv = 0.752
p_leak_uw = 0.000384
pwr_density_cell_nw_per_um2 = 1180

[global_route]
first_global_vias = 260
grt_max_degree = 10
grt_usage_pct = 2.64
overflow = 0
antenna_found_initial = 0
grtUsageMet2_pct = 2.65
met3_usage_pct = 2.46
grt_util_met1_pct = 3.87
grt_pass1_wl_um = 1460
gr-max-usage-layer = "met1"

[outcome]
run_status = "completed"

[yosys]
ys_area_um2 = 418
syn_inst = 36
ys_ff = 15
ys_seq_share_pct = 71.9
post_synth_num_cell_types = 9
yosysCellCount = 36
ys_warn_count = 1
syn_area_per_cell_um2 = 11.6
syn-cell-area_um2 = 418

[run]
warnings = 27
cap_viol_max_count = 0
-- worst max-delay path, delay by kind of cell, from the launching register on --
kind | cells | cell delay (ns)
AND/OR/NAND/NOR | 1 | 0.54
flip-flops | 1 | 0.32
AND-OR/OR-AND | 1 | 0.33
-- layer usage --
metal | vias up | routed length, µm
li1 | 133 | -
met1 | 120 | 526
met2 | 15 | 308
met3 | 0 | 131
met4 | 0 | 0
met5 | - | 0
-- cell families after synthesis --
logic type / Yosys count / synth area share [%]
buffers and inverters: 14 / 14.1
AOI/OAI and AO/OA: 2 / 4.19
xor gates and xnor gates: 1 / 2.10
and+or+nand+nor: 4 / 7.78
DFF: 15 / 71.9
-- where the power goes --
group | switching, µW | total, µW | leakage [µW] | internal [µW]
Combinational | 0 | 0.000230 | 0.000230 | 0
Sequential | 0 | 459 | 0.000129 | 459
Clock | 154 | 366 | 0.0000255 | 212
Total | 154 | 825 | 0.000384 | 671
-- final timing paths --
| path | start | to |
|---|---|---|
| min | Q[5] | Q[6] |
| max reg2reg | Q[0] | Q[4] |
| max | Q[0] | Q[4] |
| min reg2reg | Q[5] | Q[6] |
-- per-stage QoR --
stage          hold WS [ns]  utilization, %  cell area [µm²]  setup WS (ns)  setup TNS [ns]
2_1_floorplan         0.397               -              418         0.0797               0
3_3_place_gp          0.348            15.2              606         0.0223               0
3_5_place_dp          0.356            15.2              606         0.0244               0
4_1_cts               0.362            17.0              673       -0.00531        -0.00531
5_1_grt               0.372            17.6              701        -0.0219         -0.0219
6_report              0.363            17.6              701         0.0214               0
-- cells in the mapped netlist, drive strengths merged --
cell type    instances  area (µm²)
or3                  1        6.26
or4                  3        26.3
o41ai                2        17.5
inv                  1        3.75
dlygate4sd3          1        10.0
clkbuf              12        45.0
xnor2                1        8.76
dfxtp               15         300
-- area by class of cell --
class,count,area (µm²),share of cell area (%)
timing repair buffer,21,188,26.8
inverter,1,3.75,0.536
tap,50,62.6,8.93
sequential,15,319,45.5
multi-input combinational,7,81.3,11.6
clock buffer,3,41.3,5.89
clock inverter,1,5.00,0.714
-- repair_timing --
action	CTS	global route
pin swaps	0	1
setup endpoints to repair	15	4
resized	29	6
setup buffers	2	0
hold buffers	0	0
Power is estimated from default activity; no workload was simulated.
